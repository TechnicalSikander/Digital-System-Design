$ cat flow/run.sh
#!/bin/bash
# OpenROAD 26Q1-2900-gdf79404cd8, Yosys 0.63+post, stock flow scripts
make -C /OpenROAD-flow-scripts/flow DESIGN_CONFIG=/design/flow/config.mk WORK_HOME=/design/flow/orfs finish
$ cat flow/config.mk
export PLATFORM = sky130hd
export DESIGN_NAME = calculator_mul
export DESIGN_NICKNAME = calculator_mul
export VERILOG_FILES = /design/flow/design.v
export SDC_FILE = /design/flow/constraint.sdc
export NUM_CORES = 4
export LEC_CHECK = 1
export CORE_UTILIZATION = 40
$ cat flow/constraint.sdc
current_design calculator_mul

set clk_period 4.8
set clk_io_pct 0.2

create_clock -name clk0 -period $clk_period [get_ports {clk}]

set non_clock_inputs [all_inputs -no_clocks]
set_input_delay [expr $clk_period * $clk_io_pct] -clock clk0 $non_clock_inputs
set_output_delay [expr $clk_period * $clk_io_pct] -clock clk0 [all_outputs]
$ cat flow/design.v
module booth_multiplier #(
    parameter N = 8
)(
    input  wire clk,
    input  wire rst,
    input  wire start,
    input  wire signed [N-1:0] multiplicand,
    input  wire signed [N-1:0] multiplier,
    output reg  signed [2*N-1:0] product,
    output reg  done
);
    reg signed [N:0] A;
    reg signed [N-1:0] Q;
    reg signed [N-1:0] M;
    reg Q_1;
    reg [$clog2(N):0] count;
    localparam IDLE=0, CALC=1, SHIFT=2, DONE=3;
    reg [1:0] state;
    always @(posedge clk or posedge rst) begin
        if (rst) begin
            state <= IDLE;
            A <= 0; Q <= 0; Q_1 <= 0; M <= 0;
            count <= 0;
            product <= 0;
            done <= 0;
        end else begin
            case (state)
                IDLE: begin
                    done <= 0;
                    if (start) begin
                        A <= 0;
                        Q <= multiplier;
                        M <= multiplicand;
                        Q_1 <= 0;
                        count <= N;
                        state <= CALC;
                    end
                end
                CALC: begin
                    case ({Q[0], Q_1})
                        2'b01: A <= A + M;
                        2'b10: A <= A - M;
                        default: A <= A;
                    endcase
                    state <= SHIFT;
                end
                SHIFT: begin
                    Q_1 <= Q[0];
                    Q   <= {A[0], Q[N-1:1]};
                    A   <= {A[N], A[N:1]};
                    count <= count - 1;
                    if (count == 1)
                        state <= DONE;
                    else
                        state <= CALC;
                end
                DONE: begin
                    product <= {A[N-1:0], Q};
                    done <= 1;
                    state <= IDLE;
                end
            endcase
        end
    end
endmodule
module calculator_mul (
    input  wire clk,
    input  wire rst,
    input  wire signed [7:0] number_in,
    input  wire load,         
    input  wire mul,          
    input  wire equal,        
    output reg  signed [15:0] result,
    output reg  ready
);
    reg signed [7:0] op_a, op_b;
    localparam IDLE   = 3'd0,
               LOAD_A = 3'd1,
               LOAD_B = 3'd2,
               CALC   = 3'd3,
               DONE   = 3'd4;
    reg [2:0] state;
    reg start_mul;
    wire done_mul;
    wire signed [15:0] mul_out;
    booth_multiplier #(.N(8)) BM (
        .clk(clk),
        .rst(rst),
        .start(start_mul),
        .multiplicand(op_a),
        .multiplier(op_b),
        .product(mul_out),
        .done(done_mul)
    );
    always @(posedge clk or posedge rst) begin
        if (rst) begin
            state <= IDLE;
            op_a <= 0;
            op_b <= 0;
            start_mul <= 0;
            result <= 0;
            ready <= 0;
        end else begin
            case (state)
                IDLE: begin
                    ready <= 0;
                    if (load)
                        state <= LOAD_A;
                end
                LOAD_A: begin
                    op_a <= number_in;
                    if (mul)
                        state <= LOAD_B;
                end
                LOAD_B: begin
                    if (load)
                        op_b <= number_in;
                    if (equal) begin
                        start_mul <= 1;
                        state <= CALC;
                    end
                end
                CALC: begin
                    start_mul <= 0;
                    if (done_mul) begin
                        result <= mul_out;
                        state <= DONE;
                    end
                end
                DONE: begin
                    ready <= 1;    
                    state <= IDLE;
                end
            endcase
        end
    end
endmodule
==> git commit body <==
Store results of the implementation flow

- The critical path in this run is classified as reg -> reg.
- On the worst setup and hold paths after CTS, the clock-pin slew comes to 0.09 ns.
* Met3 layer usage reported by global route: 3.55%
* Filler-free cell count of the finished design: 511
- Met2 GRT Util: 24.3%
* Ordered list of cells on the worst path: ha_1 -> mux2_2 -> fa_1 -> nand2b_1 -> a21oi_1 -> o21ai_1 -> nand2b_1 -> xnor2_1 -> o221ai_1
* Detail-routed net length per standard cell: 14.3 um
- Portion of the post-synthesis area used by sequential elements: 55.9%
- Headroom to the max-slew limit came out at 44.0%.
- Root buf cell: sky130_fd_sc_hd__clkbuf_8
- Worst reg-to-reg setup slack: 2.20 ns
- In this run the remaining antenna-violating nets after routing total 0.
- Per the timing report, the achievable frequency comes out to 0.384 GHz.
- Per the synthesis report, the number of distinct cell types is 42.
* Destination of the critical timing path: BM.A[6]
- Counting endpoints that fail hold in the final report gives 0.
* Depth of the worst register-to-register path: 9
- The first global-routing pass estimated 12500 um of wire.
- Mapped Area: 0.00403 sq mm
- Yosys stat area: 0.00403 sq mm
- Looking at the clock tree report, the maximum root-to-sink buffer count equals 2.
- Global routing used 25.1% of the available met1 tracks.
- In the routed layout, each cell is associated on average with a via count of 5.05.
- Yosys Instances: 342
- Die y size: 102 um
* Power density over the cells: 288 mW/mm^2
- TritonCTS created 9 clock buffers.
- Core occupancy in the finished layout: 47.5%
* Fraction of layout instances using a drive strength above 1: 19.6%
- Number of global-route vias before repair: 2511
* Most congested layer reported by global routing: met1
* Origin of the worst min-delay path: state[1]
- TritonCTS built the clock tree.
* Setup slack of the critical path after layout: 2.20 ns
- The clock drives 90 sinks.
- For the worst reg-to-reg path, the endpoint reported by OpenROAD is BM.A[6].
- In this run the maximum-capacitance check reported violations numbering 0.
- Cells after synthesis: 342
- Post-CTS resize count: 0
- Summing internal, switching and leakage power gives 1.34 mW.
- After clock tree synthesis, the flow added hold-fix buffers numbering 0.
* PortBufs: 29
- The detailed router finished its first iteration with 97 violations.
* Initial antenna violation count: 0
- Counting stages on the worst path, the most repeated cell is sky130_fd_sc_hd__nand2b_1.
- Synthesized area divided by synthesized cell count: 11.8 sq um
- Ratio of final minimum period to clock period: 54.2%
- Worst slack, placed: 2.23 ns
- According to the timing report, the data required time at the worst endpoint equals 5.01 ns.
* Length of the first detailed-routing pass in iterations: 4
* Final Hold Slack: 0.474 ns
- Synthesized flop and latch total: 90
- Detailed placer's ending HPWL: 5130 um
- The critical path's slowest stage uses the library cell sky130_fd_sc_hd__dfrtp_1.
* Arrival time of the worst setup path: 2.81 ns
- For the final database, setup skew stands at 0.00739 ns.
- STA lists the maximum fanout along the critical path as 9.
- The final layout contains routed wiring with a total length of 7320 um.
* Overall overflow remaining after global route: 0
- For this block, the via count after detailed routing is 2579.
- In this run the layout overhead on the synthesized area is reported as 15.2%.
- Result of the run: complete, no violations
* Initial Utilization: 41.3%
- Ys Warns: 2
* Unrepaired setup endpoints after global routing: no
- Instance area at placement: 0.00445 sq mm
* Horiz. Die Dim: 102 um
- Total routing resource utilization after global routing: 15.9%
- The transition time recorded at the tightest slew-check pin is 0.840 ns.
* Latency at later pin: 0.35 ns
- The report lists the number of standard-cell rows as 36.
- The core region is 0.00977 sq mm.
- Counting pins that exceed their max-slew limit in the final report gives 0.
- Number of primary I/O pins: 30
- H-tree depth reported by CTS: 3
- The floorplan step defined a die boundary enclosing 0.0105 sq mm.
* Peak VDD IR: 0.000192 V
- Most common logic cell in the routed design: sky130_fd_sc_hd__dfrtp_1
* FILL cells: 892
- Type of element capturing the critical path: register
* Buffer count from post-CTS setup fixing: 0
- Warnings raised by the tools during the run amount to 26.
- Leakage Power: 2.18 nW
- Instance count after placement with tap cells included: 495
- The layout report lists the combined flip-flop and latch area as 0.00225 sq mm.
- Setup Viol. Count Final: 0
* Type of the tightest min-delay check: reg -> reg
- In the routed netlist, the antenna diode instances number 0.
* Crit path launch: BM.Q[0]
* Placer Congestion: 0.887
* Combinational gate area: 0.00166 sq mm
- Cell area after layout: 0.00464 sq mm
- Post-layout minimum cycle time: 2.60 ns
* Critical path's largest stage delay: 0.42 ns
- Adding up every negative setup slack in the final design gives 0 ns.
* Residual DRC count: 0
- Entering global routing, the biggest net connects 50 pins.
* Kind of start point of the critical path: register
- For the worst reg-to-reg path, the startpoint reported by OpenROAD is BM.Q[0].
* Top logic cells by instance count in the layout: 88 x sky130_fd_sc_hd__dfrtp_1, 50 x sky130_fd_sc_hd__mux2_2, 30 x sky130_fd_sc_hd__nand2_1
==> routing by layer <==
metal / wire length, um / part of all wire, %
met1: 3630 / 50
met2: 3320 / 45
met3: 330 / 4.5
met4: 41 / 0.56
met5: 0 / 0
==> logic make-up (layout without fill, tap and decap cells) <==
group	Yosys count	after routing	share of synthesized area (%)
flip-flops	90	90	55.9
AND-OR/OR-AND	61	61	9.31
adder cells (fa/ha/maj)	13	13	4.22
AND/OR/NAND/NOR	81	81	9.43
buffers and inverters	30	66	3.04
XOR/XNOR	10	10	2.17
multiplexers	57	57	15.9
==> flip-flops by register name, indices dropped and copies added (netlist names), 4 cells and up <==
signal / flops
BM.Q: 8
op_b: 8
result: 16
BM.M: 8
BM.A: 9
state: 5
BM.count: 4
BM.state: 4
BM.product: 16
op_a: 8
==> power breakdown <==
part / internal, mW / leakage [nW] / total [mW] / switching (mW)
Clock: 0.242 / 0.0889 / 0.505 / 0.263
Sequential: 0.777 / 1.22 / 0.789 / 0.0120
Combinational: 0.0238 / 0.870 / 0.0447 / 0.0210
==> worst max-delay path, delay by kind of cell (launching register included) <==
kind / cells / cell delay, ns
flip-flops: 1 / 0.42
AND-OR/OR-AND: 3 / 0.48
multiplexers: 1 / 0.41
XOR/XNOR: 1 / 0.11
AND/OR/NAND/NOR: 2 / 0.27
adder cells (fa/ha/maj): 2 / 0.77
==> synthesized netlist by cell type (all sizes together) <==
master	instances	area [sq um]
or3b	1	8.76
and3	1	6.26
a21oi	13	68.8
a21o	4	30.0
xor2	2	17.5
ha	12	150
dfrtp	88	2200
nand3	4	20.0
nor2	25	93.8
xnor2	8	70.1
a311oi	1	8.76
clkbuf	1	3.75
nor4	2	27.5
o21ai	20	104
a211oi	1	7.51
nand2	31	119
o22ai	11	68.8
dfstp	2	52.6
nor3b	2	15.0
o31ai	1	7.51
nor3	5	25.0
and2	1	6.26
nand3b	2	15.0
mux2	57	642
nor2b	1	6.26
a32oi	2	17.5
a31oi	1	6.26
a22oi	2	15.0
inv	20	75.1
buf	9	43.8
nand2b	6	37.5
fa	1	20.0
o221ai	3	26.3
o211ai	2	15.0
==> worst min path at each step <==
stage / end / slack, ns / cells past startpoint
CTS: state[0] / 0.49 / 1
global route: state[0] / 0.48 / 1
finish: state[0] / 0.47 / 1
==> layout make-up <==
class                      count  area share [%]
clock buffer                  10            2.75
multi-input combinational    222            35.6
tap                          133            3.58
sequential                    90            48.5
clock inverter                 6            1.43
timing repair buffer          30            6.41
inverter                      20            1.64
No activity file was given, so power comes from the tool's default toggle rates.
