$ cat flow/run.sh
#!/bin/bash
# OpenROAD 26Q1-2900-gdf79404cd8, Yosys 0.63+post, stock flow scripts
make -C /OpenROAD-flow-scripts/flow DESIGN_CONFIG=/design/flow/config.mk WORK_HOME=/design/flow/orfs finish
$ cat flow/config.mk
export PLATFORM = sky130hd
export DESIGN_NAME = cla_16
export DESIGN_NICKNAME = cla_16
export VERILOG_FILES = /design/flow/design.v
export SDC_FILE = /design/flow/constraint.sdc
export NUM_CORES = 4
export LEC_CHECK = 1
export CORE_AREA = 10 10 90 90
export DIE_AREA = 0 0 100 100
$ cat flow/constraint.sdc
current_design cla_16

set clk_period 4.0
set clk_io_pct 0.2

create_clock -name clk0 -period $clk_period

set non_clock_inputs [all_inputs -no_clocks]
set_input_delay [expr $clk_period * $clk_io_pct] -clock clk0 $non_clock_inputs
set_output_delay [expr $clk_period * $clk_io_pct] -clock clk0 [all_outputs]
$ cat flow/design.v
`timescale 1ns / 1ps
module add(
input a,
input b,
input cin,
output p,g,s
);
assign p = a^b;
assign g = a&b;
assign s=p^cin;
endmodule 
module cla_16(
input [15:0]a,b,
input c0,
output [15:0]p,g,s,
output cy
    );
wire [4:0]P,G;
wire c1,c2,c3,c4,c5,c6,c7,c8,c9,c10,c11,c12,c13,c14,c15;
add a0(a[0],b[0],c0,p[0],g[0],s[0]);
add a1(a[1],b[1],c1,p[1],g[1],s[1]);
add a2(a[2],b[2],c2,p[2],g[2],s[2]);
add a3(a[3],b[3],c3,p[3],g[3],s[3]);
cla c00(p[3:0],g[3:0],c0,c1,c2,c3,P[0],G[0]);
add a4(a[4],b[4],c4,p[4],g[4],s[4]);
add a5(a[5],b[5],c5,p[5],g[5],s[5]);
add a6(a[6],b[6],c6,p[6],g[6],s[6]);
add a7(a[7],b[7],c7,p[7],g[7],s[7]);
cla c01(p[7:4],g[7:4],c4,c5,c6,c7,P[1],G[1]);
add a8(a[8],b[8],c8,p[8],g[8],s[8]);
add a9(a[9],b[9],c9,p[9],g[9],s[9]);
add a10(a[10],b[10],c10,p[10],g[10],s[10]);
add a11(a[11],b[11],c11,p[11],g[11],s[11]);
cla c02(p[11:8],g[11:8],c8,c9,c10,c11,P[2],G[2]);
add a12(a[12],b[12],c12,p[12],g[12],s[12]);
add a13(a[13],b[13],c13,p[13],g[13],s[13]);
add a14(a[14],b[14],c14,p[14],g[14],s[14]);
add a15(a[15],b[15],c15,p[15],g[15],s[15]);
cla c03(p[15:12],g[15:12],c12,c13,c14,c15,P[3],G[3]);
cla c04(P[3:0],G[3:0],c0,c4,c8,c12,P[4],G[4]);   
assign cy =P[4]&c15|G[4];
endmodule
module cla(
input [3:0]p,g,
input c0,
output c1,c2,c3,
output P,G
);
wire x;
assign c1=p[0]&c0|g[0];
assign c2=p[1]&c1|g[1];
assign c3=p[2]&c2|g[2];
assign P=&p;
assign G=g[3]|p[3]&g[2]|x;
assign x=&{p[1],p[2],p[3],g[0]};
endmodule 
==> impl_metrics.yaml <==
# implementation run metrics
pwr:
  seq_power_share: 0
  pwr-share-comb: 1.000
  power_density_mw_per_mm2: 138
  p_leak_nw: 0.892
  total_power_mw: 0.287
  sw_frac_of_total: 0.325
  pwr-share-clk: 0
  p_sw_mw: 0.0934
  ir_drop_mv: 0.0536
  p_int_mw: 0.194
placement:
  postPlaceCellArea_mm2: 0.00184
  gp_congestion: 0.772
  place.port_buffers: 82
  dpl.hpwl_um: 3190
global_route:
  grt_pass1_vias: 1080
  overflow: 0
  grt_max_degree: 6
  antenna_found_initial: 0
  grt_pass1_wl_um: 5510
  grt_usage: 0.0668
synth:
  yosysWarningCount: 0
  synthCells: 113
  yosys_area_mm2: 0.00104
  ys_cells: 113
  netlist.area_leader.share: 0.347
  synth_cell_types: 19
  postSynthSeqShare: 0
  synthTopCellsByArea: "buf_4 35%, fa_1 23%, ha_1 19%"
  top_cell: "buf_4"
  synthesis.area_mm2: 0.00104
  common_cells: "48 x buf_4, 16 x ha_1, 12 x fa_1"
  yosys.area.top_type: "buf_4"
  syn_avg_cell_area_um2: 9.20
setup_path:
  cpPeakStageDelay_ns: 0.36
  cp.depth: 14
  end_kind: "output port"
  critPathKind: "in -> out"
  critPathSlowestCell: "fa_2"
  crit_family: "adder cells"
  crit_path_frequent_cell: "fa_2"
  start_kind: "input port"
  required_ns: 3.20
  worstPathMaxFanout: 3
  worst-path-buf-inv: 5
  worst_ep_arrival_time_ns: 3.37
  path_cells: "buf_8 -> ha_4 -> a31o_4 -> a221oi_4 -> buf_4 -> o221ai_4 -> fa_2 -> fa_2 -> inv_2 -> fa_2 -> inv_2 -> a221oi_2 -> o211ai_1 -> buf_2"
sta:
  worst_pin_slew_ns: 0.205
  max_freq_mhz: 240
  rsz0062_at_grt: "true"
  finalClockPeriodUsage: 1.04
  period_minus_slack_ns: 4.17
  slew_viol_final: 0
  finalSetupViolations: 5
  fin_tns_setup_ns: -0.336
  slew_headroom: 0.863
  hold_viol: 0
  setup_ws_ns: -0.170
cells_and_area:
  flop_area_um2: 0
  seq_cell_count: 0
  clkbuf_count: 0
  drive_gt1_frac: 0.492
  fillCellCount: 626
  areaGrowthSynthToFinish_pct: 101
  design_area_mm2: 0.00209
drt:
  drc: 0
  n_antenna_cell: 0
  vias_per_cell: 3.74
  routedWlPerCell_um: 13.3
  antenna_left: 0
  drtPass1Iterations: 2
  drt_iter0_markers: 4
  drt-total-wl_um: 3480
  via_count: 980
floorplanning:
  rows: 29
  die_w_um: 100
  die_area_mm2: 0.0100
  fp_util: 0.166
  die_h_um: 100
  io_pins: 82
  design.core.area_mm2: 0.00628
hold_path:
  hp-start: "b[6]"
  whs_endpoint: "s[6]"
  hold_depth: 4
  worstHoldPathType: "in -> out"
clock_network:
  ctsHoldBuffers: 0
run:
  max-cap-violations: 0
  warning_count: 35
status:
  status: "complete, but fails checks"
  violations: "setup timing"
==> worst max path at each step <==
stage,start,endpoint,slack [ns]
final,a[2],cy,-0.17
after global routing,a[2],cy,-0.31
after CTS,b[2],cy,-0.26
==> cells by family after synthesis <==
logic type / synth area share
AOI/OAI and AO/OA: 0.0903
xor gates and xnor gates: 0.0337
adders and majority gates: 0.424
buffers and inverters: 0.386
and+or+nand+nor: 0.0662
==> stage by stage <==
step	util	hold slack, ns	std cells	worst slack, ns
CTS	0.329	2.17	263	-0.264
global placement	0.293	2.62	256	-1.20
floorplan	-	1.79	113	-0.00266
global route	0.332	2.27	262	-0.308
finish	0.332	2.23	262	-0.170
detailed placement	0.293	2.62	256	-1.20
==> placed cells by master (no fill, tap or decap) <==
cell and instances:
buf_6 5, xor2_1 3, inv_2 4, a221oi_4 1
nand4_1 2, a21o_1 1, and4_1 2, ha_1 4
a221oi_2 1, buf_4 35, o21ai_4 1, xnor2_2 1
dlygate4sd2_1 18, o221ai_4 1, fa_1 3, ha_4 11
buf_2 10, a31o_4 2, and4_4 3, fa_2 9
a21oi_1 1, a31o_2 1, buf_8 1, clkdlybuf4s50_1 48
ha_2 1, clkdlybuf4s15_2 1, a21oi_4 1, clkdlybuf4s15_1 2
nand2_2 1, o21ai_0 1, inv_1 7, o211ai_1 1
nor2_2 1, nand3_1 1
==> metal layers <==
layer	vias up	global-route usage	wire length, µm	part of all wire
li1	483	-	-	-
met1	450	0.0840	1510	0.43
met2	47	0.108	1550	0.45
met3	0	0.0333	422	0.12
met4	0	0	0	0
met5	-	0	0	0
==> final cells by class <==
cell class	instances	area, µm²	area share
well taps	77	96.3	0.0462
inverters	11	41.3	0.0198
repair buffers	120	1050	0.505
multi-input cells	54	896	0.429
==> timing repair <==
action,in CTS,in global routing
setup buffers,7,1
endpoints found under the setup margin,13,8
resized,121,5
pin swaps,30,12
==> power by group through the flow <==
stage | sequential, mW | combinational, mW | clock, mW
finish | 0 | 0.287 | 0
global route | 0 | 0.324 | 0
CTS | 0 | 0.295 | 0
No activity file was given, so power comes from the tool's default toggle rates.
