==> flow/design.v <==
`timescale 1ns / 1ps
module csa_16(
input [15:0]a,b,
input cin,
output [15:0]s,
output cout
    );
wire [15:0]s0,s1,c0,c1;
wire [15:0]s11,c11,s22,s33,s44;
wire [15:0]c22;
wire [15:0]c33;
wire [1:0]c44;
genvar i;
for (i=0;i<16;i=i+1)
begin
   cc cc(a[i],b[i],s0[i],s1[i],c0[i],c1[i]);
end
for (i=1;i<16;i=i+2)
begin
   mux2 mux_20(s0[i],s1[i],c0[i],c1[i],c0[i-1],s11[i-1],c11[i-1]);
   mux2 mux_21(s0[i],s1[i],c0[i],c1[i],c1[i-1],s11[i],c11[i]);
end
for (i=2;i<16;i=i+4)
begin
   mux3 mux_30(s0[i],s1[i],s11[i],s11[i+1],c11[i],c11[i+1],c11[i-2],s22[i-2],s22[i-1],c22[i-2]);
   mux3 mux_31(s0[i],s1[i],s11[i],s11[i+1],c11[i],c11[i+1],c11[i-1],s22[i],s22[i+1],c22[i-1]);
end
for (i=4;i<16;i=i+8)
 begin
   mux5 mux_50(s0[i],s1[i],s11[i],s11[i+1],s22[i],s22[i+2],s22[i+1],s22[i+3],c22[i],c22[i+1],c22[i-4],s33[i-4],s33[i-3],s33[i-2],s33[i-1],c33[i-4]);
   mux5 mux_51(s0[i],s1[i],s11[i],s11[i+1],s22[i],s22[i+2],s22[i+1],s22[i+3],c22[i],c22[i+1],c22[i-3],s33[i],s33[i+1],s33[i+2],s33[i+3],c33[i-3]);
end
mux9 mux_90(s0[8],s1[8],s11[8],s11[9],s22[8],s22[10],s22[9],s22[11],s33[8],s33[12],s33[9],s33[13],s33[10],s33[14],s33[11],s33[15],c33[8],c33[9],c33[0],s44[0],s44[1],s44[2],s44[3],s44[4],s44[5],s44[6],s44[7],c44[0]);
mux9 mux_91(s0[8],s1[8],s11[8],s11[9],s22[8],s22[10],s22[9],s22[11],s33[8],s33[12],s33[9],s33[13],s33[10],s33[14],s33[11],s33[15],c33[8],c33[9],c33[1],s44[8],s44[9],s44[10],s44[11],s44[12],s44[13],s44[14],s44[15],c44[1]);
mux15 mux_15(
s0[0],s11[0],s22[0],s22[1],s33[0],s33[1],s33[2],s33[3],s44[0],s44[1],s44[2],s44[3],s44[4],s44[5],s44[6],s44[7],
s1[0],s11[1],s22[2],s22[3],s33[4],s33[5],s33[6],s33[7],s44[8],s44[9],s44[10],s44[11],s44[12],s44[13],s44[14],s44[15],c44[0],c44[1],
cin,
s[0],s[1],s[2],s[3],s[4],s[5],s[6],s[7],s[8],s[9],s[10],s[11],s[12],s[13],s[14],s[15],cout
);
endmodule
module cc(
input a,b,
output s0,s1,c0,c1
);
assign s0=a^b;
assign s1=~s0;
assign c0=a&b;
assign c1=a|b;
endmodule
module mux2
(
input a0,a1,c0,c1,
input sel,
output s,c
);
assign s=sel?a1:a0;
assign c=sel?c1:c0;
endmodule
module mux3
(
input a0,a1,a2,a3,c0,c1,
input sel,
output s1,s2,c
);
assign s1=sel?a1:a0;
assign s2=sel?a3:a2;
assign c=sel?c1:c0;
endmodule
module mux5
(
input a0,a1,a2,a3,a4,a5,a6,a7,c0,c1,
input sel,
output s1,s2,s3,s4,c
);
assign s1=sel?a1:a0;
assign s2=sel?a3:a2;
assign s3=sel?a5:a4;
assign s4=sel?a7:a6;
assign c=sel?c1:c0;
endmodule
module mux9
(
input a0,a1,a2,a3,a4,a5,a6,a7,a8,a9,a10,a11,a12,a13,a14,a15,c0,c1,
input sel,
output s1,s2,s3,s4,s5,s6,s7,s8,c
);
assign s1=sel?a1:a0;
assign s2=sel?a3:a2;
assign s3=sel?a5:a4;
assign s4=sel?a7:a6;
assign s5=sel?a9:a8;
assign s6=sel?a11:a10;
assign s7=sel?a13:a12;
assign s8=sel?a15:a14;
assign c=sel?c1:c0;
endmodule
module mux15
(
input a0,a1,a2,a3,a4,a5,a6,a7,a8,a9,a10,a11,a12,a13,a14,a15,b0,b1,b2,b3,b4,b5,b6,b7,b8,b9,b10,b11,b12,b13,b14,b15,c0,c1,
input sel,
output s0,s1,s2,s3,s4,s5,s6,s7,s8,s9,s10,s11,s12,s13,s14,s15,c
);
assign s0=sel?b0:a0;
assign s1=sel?b1:a1;
assign s2=sel?b2:a2;
assign s3=sel?b3:a3;
assign s4=sel?b4:a4;
assign s5=sel?b5:a5;
assign s6=sel?b6:a6;
assign s7=sel?b7:a7;
assign s8=sel?b8:a8;
assign s9=sel?b9:a9;
assign s10=sel?b10:a10;
assign s11=sel?b11:a11;
assign s12=sel?b12:a12;
assign s13=sel?b13:a13;
assign s14=sel?b14:a14;
assign s15=sel?b15:a15;
assign c=sel?c1:c0;
endmodule
==> flow/run.sh <==
#!/bin/bash
# OpenROAD 26Q1-2900-gdf79404cd8, Yosys 0.63+post, stock flow scripts
make -C /OpenROAD-flow-scripts/flow DESIGN_CONFIG=/design/flow/config.mk WORK_HOME=/design/flow/orfs finish
==> flow/config.mk <==
export PLATFORM = sky130hd
export DESIGN_NAME = csa_16
export DESIGN_NICKNAME = csa_16
export VERILOG_FILES = /design/flow/design.v
export SDC_FILE = /design/flow/constraint.sdc
export NUM_CORES = 4
export LEC_CHECK = 1
export CORE_AREA = 10 10 79 79
export DIE_AREA = 0 0 89 89
==> flow/constraint.sdc <==
current_design csa_16

set clk_period 3.6
set clk_io_pct 0.2

create_clock -name clk0 -period $clk_period

set non_clock_inputs [all_inputs -no_clocks]
set_input_delay [expr $clk_period * $clk_io_pct] -clock clk0 $non_clock_inputs
set_output_delay [expr $clk_period * $clk_io_pct] -clock clk0 [all_outputs]
==> reports/qor.log <==
[pwr] power density over the cells 190 nW/um^2
[layout] flop count 0
[setup_path] element type at the critical path end output pin
[logic_synthesis] Unique masters post-synth 34
[drt] antenna diode instance count 0
[drt] wire length per cell 10.9 um
[sta] hold violation total from the final report 0
[layout] sequential cell area 0 sq um
[floorplan] area of the die 7920 sq um
[floorplan] standard-cell rows 25
[drt] DR DRC count 0
[setup_path] classification of the worst setup path input port to output pin
[setup_path] WP data required 2.88 ns
[logic_synthesis] instance tally after logic synthesis 181
[placement] Detail Placement HPWL 2630 um
[outcome] run status finished with violations
[drt] count of routing violations after the opening detailed-route iteration 23
[global_routing] global-route usage over all layers 0.0791
[placement] routability cong. 0.847
[outcome] violated checks setup timing
[setup_path] data arrival time of the critical path 3.33 ns
[drt] antenna-violating nets left 0
[layout] layout overhead on the synthesized area 74.4%
[layout] Cell Count, Final, Fillers Out 296
[sta] Tcrit/Tclk final 1.13
[global_routing] antenna violations before repair 0
[sta] normalized max-slew margin 0.679
[setup_path] Worst path slowest cell or4b_4
[pwr] Static Leakage 1.08 nW
[global_routing] met3 usage in global routing 0.0202
[run] total number of warnings across the stage logs 51
[floorplan] area of the core 4660 sq um
[global_routing] total gr overflow 0
[placement] input/output buffers 50
[hold_path] type of the worst min-delay path input port to output pin
[layout] clock buf count 0
[setup_path] worst path cell trace buf_12 -> inv_12 -> ha_4 -> nor3b_2 -> o22a_1 -> a211oi_2 -> and3_4 -> a2111oi_4 -> buf_4 -> or4b_4 -> and2_4 -> buf_6 -> a221oi_4 -> a211oi_2 -> buf_2
[drt] routed vias 1285
[placement] number of placed instances with taps included 280
[sta] slew of the pin with the lowest slew margin 0.476 ns
[setup_path] buffering stage count on the worst path with inverters included 5
[run] # Max-Cap Violations 0
[sta] shortest period the worst path allows 4.05 ns
[global_routing] met2 Resource Use GR 0.127
[global_routing] GR met1 Demand/Resource 0.111
[sta] max-slew violation count 0
[floorplan] initial core utilization 0.278
[sta] Setup violations, final 6
[logic_synthesis] synth cell count leaders 37 x inv_1, 32 x ha_1, 16 x buf_4
[logic_synthesis] cells taking the most area after synthesis ha_1 31%, inv_1 11%, buf_4 9.3%, xnor2_1 8.1%, a21oi_1 3.9%
[pwr] worst vdd ir 0.103 mV
[floorplan] height of the die 89 um
[hold_path] hold path depth 5
[logic_synthesis] most instantiated library cell after synthesis inv_1
[global_routing] wire length of the first global-routing pass 5410 um
[logic_synthesis] mean instance size in the synthesized netlist 7.16 sq um
[hold_path] Endpoint, Worst Hold s[2]
[layout] filler cell count 442
[floorplan] Horiz. Die Dim 89 um
[drt] Vias/cell 4.34
[global_routing] via count of the first global-routing pass 1270
[floorplan] number of top-level pins 50
[setup_path] most used cell, CP a211oi_2
[sta] setup repair after global routing missed its margin true
[setup_path] kind of cell adding the most delay to the critical path simple AND/OR/NAND/NOR gates
[logic_synthesis] cell total in the yosys stat output 181
[logic_synthesis] fraction of the yosys area taken by sequential cells 0
[logic_synthesis] yosys-reported design area after synthesis 1300 sq um
[logic_synthesis] number of warnings printed during yosys synthesis 0
[setup_path] critical path peak fanout 5
[logic_synthesis] area of the mapped netlist 1300 sq um
[logic_synthesis] area share of the largest cell type after synthesis 0.309
[logic_synthesis] Yosys top cell by area ha_1
[sta] summed negative setup slack over all endpoints -2.25 ns
[setup_path] Setup crit start kind input port
[layout] ratio of cells with drive above 1 in the final layout 0.434
[global_routing] most used routing layer met2
[global_routing] largest net degree at the start of global routing 6
[sta] fmax 247 MHz
[drt] Initial DRT Pass Iterations 4
[hold_path] min-delay src a[2]
[sta] setup ws final -0.454 ns
[drt] post-detailed-routing wire length 3240 um
[setup_path] maximum single-stage delay on the critical path 0.54 ns
[clock_tree] # hold bufs at CTS 0
==> power by group <==
group	total, W	switching [W]	internal, W
Sequential	0	0	0
Combinational	0.000429	0.000164	0.000265
Clock	0	0	0
Total	0.000429	0.000164	0.000265
==> cell families after synthesis <==
family | Yosys count | share of synthesized area
buf+inv | 55 | 0.211
simple gates | 45 | 0.190
fa+ha+maj | 32 | 0.309
compound gates | 29 | 0.150
xor+xnor | 15 | 0.101
mux | 5 | 0.0386
==> layout make-up <==
cell class | instances | area [sq um] | share of cell area
multi-input combinational | 126 | 1320 | 0.586
timing repair buffer | 79 | 708 | 0.313
inverter | 37 | 161 | 0.0714
tap | 54 | 67.6 | 0.0299
==> per-stage QoR <==
step / utilization / hold slack, ns / worst slack, ns / total power [W] / cell area, sq um
2_1_floorplan: - / 1.59 / -0.0703 / 0.000227 / 1400
3_3_place_gp: 0.414 / 2.52 / -1.05 / 0.000346 / 1930
3_5_place_dp: 0.414 / 2.53 / -1.08 / 0.000346 / 1930
4_1_cts: 0.460 / 2.20 / -0.454 / 0.000411 / 2140
5_1_grt: 0.485 / 2.18 / -0.640 / 0.000477 / 2260
6_report: 0.485 / 2.15 / -0.454 / 0.000429 / 2260
==> metal layers <==
layer	vias to the layer above	wire length, um	part of all wire
li1	690	-	-
met1	567	1520	0.47
met2	28	1470	0.45
met3	0	251	0.077
met4	0	0	0
met5	-	0	0
==> layout by cell type, fill, tap and decap left out, types with 4 or more instances in the layout <==
cell,count
nand2b_1,4
a21oi_1,5
ha_4,7
inv_1,29
buf_2,9
buf_4,22
xnor2_2,4
nor2_1,8
a21oi_2,4
inv_2,4
nand2_1,10
nor2_2,4
xnor2_1,8
clkdlybuf4s50_1,28
dlygate4sd2_1,4
buf_6,14
o21ai_0,5
ha_1,23
==> worst max path at each step <==
stage,startpoint,end,slack (ns),depth (start not counted)
CTS,b[2],s[13],-0.45,15
finish,b[2],s[15],-0.45,15
global route,a[8],s[15],-0.64,14
==> worst min-delay path, cell delays in order <==
cell and delay, ns:
buf_6 0.10, inv_6 0.04, ha_4 0.11, xor2_1 0.05, clkdlybuf4s50_1 0.40
==> repair_timing <==
item                                    4_1_cts  5_1_grt
pin swaps                                    26       16
gates resized                               105       33
setup buffers                                17        5
endpoints found under the setup margin       15        9
hold endpoints to repair                      0        0
Power figures rest on the tool's default switching activity, not on a simulated workload.
